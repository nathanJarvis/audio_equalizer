## flow/run.sh

```bash
#!/bin/bash
# OpenROAD 26Q1-2900-gdf79404cd8, Yosys 0.63+post, stock flow scripts
make -C /OpenROAD-flow-scripts/flow DESIGN_CONFIG=/design/flow/config.mk WORK_HOME=/design/flow/orfs finish
```

## flow/config.mk

```make
export PLATFORM = sky130hd
export DESIGN_NAME = SPI
export DESIGN_NICKNAME = SPI
export VERILOG_FILES = /design/flow/design.v
export SDC_FILE = /design/flow/constraint.sdc
export NUM_CORES = 4
export LEC_CHECK = 1
export CORE_UTILIZATION = 40
```

## flow/constraint.sdc

```tcl
current_design SPI

set clk_period 3.5
set clk_io_pct 0.2

create_clock -name clk0 -period $clk_period [get_ports {S_AXI_ACLK}]

set non_clock_inputs [all_inputs -no_clocks]
set_input_delay [expr $clk_period * $clk_io_pct] -clock clk0 $non_clock_inputs
set_output_delay [expr $clk_period * $clk_io_pct] -clock clk0 [all_outputs]
```

## flow/design.v

```verilog
`timescale 1ns / 1ps
module Axi4LiteSupporter # 
    (parameter C_S_AXI_ADDR_WIDTH = 6, C_S_AXI_DATA_WIDTH = 32)
    (
        output reg  [C_S_AXI_ADDR_WIDTH-1:0] wrAddr,
        output reg  [C_S_AXI_DATA_WIDTH-1:0] wrData,
        output reg  wr,
        output reg  [C_S_AXI_ADDR_WIDTH-1:0] rdAddr,
        input       [C_S_AXI_DATA_WIDTH-1:0] rdData,
        output reg  rd,
        input       S_AXI_ACLK,
        input       S_AXI_ARESETN,
        input       [C_S_AXI_ADDR_WIDTH-1:0] S_AXI_AWADDR,
        input       S_AXI_AWVALID,
        output reg  S_AXI_AWREADY,
        input       [C_S_AXI_DATA_WIDTH-1:0] S_AXI_WDATA,
        input       [3:0] S_AXI_WSTRB,
        input       S_AXI_WVALID,
        output reg  S_AXI_WREADY,
        output reg  [1:0] S_AXI_BRESP,
        output reg  S_AXI_BVALID,
        input       S_AXI_BREADY,
        input       [C_S_AXI_ADDR_WIDTH-1:0] S_AXI_ARADDR,
        input       S_AXI_ARVALID,
        output reg  S_AXI_ARREADY,
        output reg  [C_S_AXI_DATA_WIDTH-1:0] S_AXI_RDATA,
        output reg  [1:0] S_AXI_RRESP,
        output reg  S_AXI_RVALID,
        input       S_AXI_RREADY
    );
parameter IDLE=0, RD1=1;
reg [3:0] nextState, currentState;
reg [C_S_AXI_DATA_WIDTH-1:0] rdDataD, rdDataQ;
always@ * begin
    nextState = currentState;
    rdDataD = rdDataQ;
    wrData = 0;
    wrAddr = 0;
    rdAddr = 0;
    rd = 0;
    wr = 0;
    S_AXI_AWREADY = 0;
    S_AXI_WREADY = 0;
    S_AXI_BVALID = 0;
    S_AXI_BRESP = 0;
    S_AXI_ARREADY = 0;
    S_AXI_RRESP = 0;
    S_AXI_RVALID = 0;
    S_AXI_RDATA = 0;
    case(currentState)
        IDLE : begin
            if(S_AXI_ARVALID) begin
                S_AXI_ARREADY = 1;
                rdAddr = S_AXI_ARADDR;
                rdDataD = rdData;
                rd = 1;
                nextState = RD1;
            end
            if(S_AXI_AWVALID & S_AXI_WVALID & S_AXI_BREADY) begin
                wr = 1;
                wrAddr = S_AXI_AWADDR;
                wrData = S_AXI_WDATA;
                S_AXI_AWREADY = 1;
                S_AXI_WREADY = 1;
                S_AXI_BVALID = 1;
            end
        end
        RD1 : begin
            S_AXI_RDATA = rdDataQ;
            S_AXI_RVALID  = 1;
            if (S_AXI_RREADY) begin
                nextState = IDLE;
            end
        end
        endcase
end
always @ (posedge S_AXI_ACLK) begin
    if (!S_AXI_ARESETN) begin
        currentState <= IDLE;
        rdDataQ <= 0;
    end else begin
        currentState <= nextState;
        rdDataQ <= rdDataD;
    end
end
endmodule
`timescale 1ns / 1ps
module SPI #(parameter C_S_AXI_ADDR_WIDTH = 6, parameter C_S_AXI_DATA_WIDTH = 32)
       (  
        input       S_AXI_ACLK,
        input       S_AXI_ARESETN,
        input       [C_S_AXI_ADDR_WIDTH-1:0] S_AXI_AWADDR,
        input       S_AXI_AWVALID,
        output      S_AXI_AWREADY,
        input       [C_S_AXI_DATA_WIDTH-1:0] S_AXI_WDATA,
        input       [3:0] S_AXI_WSTRB,
        input       S_AXI_WVALID,
        output      S_AXI_WREADY,
        output      [1:0] S_AXI_BRESP,
        output      S_AXI_BVALID,
        input       S_AXI_BREADY,
        input       [C_S_AXI_ADDR_WIDTH-1:0] S_AXI_ARADDR,
        input       S_AXI_ARVALID,
        output      S_AXI_ARREADY,
        output      [C_S_AXI_DATA_WIDTH-1:0] S_AXI_RDATA,
        output      [1:0] S_AXI_RRESP,
        output      S_AXI_RVALID,
        input       S_AXI_RREADY,
        output      reg SCK,
        output      reg SDI,
        output      reg CS_,
        input       SDO
    );
     wire wr,rd;
     wire [C_S_AXI_ADDR_WIDTH-1:0] wrAddr,rdAddr;
     wire [C_S_AXI_DATA_WIDTH-1:0] wrData;
     reg [C_S_AXI_DATA_WIDTH-1:0] rdData;
     reg [0:0]  valid_d, valid_q = 0;
     reg [0:0]  validRaw_d, validRaw_q = 0;
     reg [23:0] rdData_d, rdData_q;
     reg [23:0] rdRaw_d, rdRaw_q;
     reg [31:0] wrData_d, wrData_q;
     reg [31:0] wrRaw_d, wrRaw_q;
     reg [2:0]  state, nxt_state = IDLE_state;
     reg [0:0]  enable_d, enable_q = 0;
     reg [4:0]  num_bits_d, num_bits_q = 0;
     reg [4:0]  index_d, index_q =0;
     reg [14:0] clk_cnt_d, clk_cnt_q = 0;
     reg [14:0] cnt_limit_d, cnt_limit_q = 3000;
     reg [0:0] SCK_d, SCK_q; 
     reg [0:0] SDI_d, SDI_q, CS_q, CS_d;
     reg [7:0] SCK_cnt_d, SCK_cnt_q;
     parameter IDLE_state = 0, START_state = 1, SDI_state = 2, SDO_state = 3, INIT_state = 4, DELAY_state = 5;
     parameter INIT_ADDR = 0, VALUE_ADDR = 2, ENABLE_ADDR = 1;
    Axi4LiteSupporter #(.C_S_AXI_ADDR_WIDTH(C_S_AXI_ADDR_WIDTH),.C_S_AXI_DATA_WIDTH(C_S_AXI_DATA_WIDTH)) Axi4LiteSupporter1 (
        .wrAddr(wrAddr),                     
        .wrData(wrData),                     
        .wr(wr),                             
        .rdAddr(rdAddr),                     
        .rdData(rdData),                     
        .rd(rd),                             
        .S_AXI_ACLK(S_AXI_ACLK),             
        .S_AXI_ARESETN(S_AXI_ARESETN),       
        .S_AXI_AWADDR(S_AXI_AWADDR),         
        .S_AXI_AWVALID(S_AXI_AWVALID),       
        .S_AXI_AWREADY(S_AXI_AWREADY),       
        .S_AXI_WDATA(S_AXI_WDATA),           
        .S_AXI_WSTRB(S_AXI_WSTRB),           
        .S_AXI_WVALID(S_AXI_WVALID),         
        .S_AXI_WREADY(S_AXI_WREADY),         
        .S_AXI_BRESP(S_AXI_BRESP),           
        .S_AXI_BVALID(S_AXI_BVALID),         
        .S_AXI_BREADY(S_AXI_BREADY),         
        .S_AXI_ARADDR(S_AXI_ARADDR),         
        .S_AXI_ARVALID(S_AXI_ARVALID),       
        .S_AXI_ARREADY(S_AXI_ARREADY),       
        .S_AXI_RDATA(S_AXI_RDATA),           
        .S_AXI_RRESP(S_AXI_RRESP),           
        .S_AXI_RVALID(S_AXI_RVALID),         
        .S_AXI_RREADY(S_AXI_RREADY)          
        ) ;
    always@(posedge S_AXI_ACLK) begin
      if (!S_AXI_ARESETN) begin
           state <= IDLE_state;
           index_q <= 0;
           num_bits_q <= 16;
           rdData_q <= 0;
           wrData_q <= 0;
           wrRaw_q <= 0;
           rdRaw_q <= 0;
           valid_q <= 0;
           validRaw_q = 0;
           enable_q <= 0;
           clk_cnt_q <= 0;
           cnt_limit_q <= 300;
           SCK_q <= 0;
           SDI_q <= 0;
           SCK_cnt_q <= 0;
      end
      else begin   
            state <= nxt_state;
            index_q <= index_d;
            num_bits_q <= num_bits_d;
            wrRaw_q <= wrRaw_d;
            wrData_q <= wrData_d;
            rdRaw_q <= rdRaw_d;
            rdData_q <= rdData_d;
            valid_q <= valid_d;
            validRaw_q <= validRaw_d;
            enable_q <= enable_d;
            clk_cnt_q <= clk_cnt_d;
            cnt_limit_q <= cnt_limit_d;
            SCK_cnt_q <= SCK_cnt_d;
            SDI_q <= SDI_d;
            SCK_q <= SCK_d;
            valid_q <= valid_d;
      end
    end
    always @ * begin
        nxt_state = state;
        valid_d = valid_q;
        validRaw_d = validRaw_q;
        index_d = index_q;
        rdData_d = rdData_q;
        rdRaw_d = rdRaw_q;
        enable_d = enable_q;
        num_bits_d = num_bits_q;
        wrRaw_d  = wrRaw_q; 
        wrData_d = wrData_q;
        clk_cnt_d = clk_cnt_q + 1;
        CS_ = 1;
        SDI = SDI_q;
        SDI_d = SDI_q;
        SCK = SCK_q;
        SCK_d = SCK_q;
        SCK_cnt_d = SCK_cnt_q;
        cnt_limit_d = cnt_limit_q;
        rdData = 0;
        if(state == IDLE_state || state == START_state) begin
            wrData_d = wrRaw_q;
            rdRaw_d = rdData_q;
            validRaw_d = valid_q;
        end
       if(wr) begin
            case(wrAddr) 
               INIT_ADDR: begin
                    num_bits_d = wrData[4:0];
                    cnt_limit_d = wrData[19:5];      
               end
               ENABLE_ADDR: begin
                    enable_d = wrData[0];
               end
               VALUE_ADDR: begin
                    wrRaw_d = wrData[23:0];
               end
               default: begin
                    wrRaw_d = wrData[23:0];
               end 
             endcase
       end
       if(rd) begin 
            rdData = {validRaw_q[0:0], 7'd0 , rdRaw_q[23:0] };
            if(validRaw_q) begin
                valid_d = 0;
            end
       end
         case(state) 
            IDLE_state: begin
                SDI_d = 0;
                if(clk_cnt_q >= cnt_limit_q && enable_q) begin
                    nxt_state = START_state;
                end
            end
            START_state: begin
                clk_cnt_d = 0;
                SCK_cnt_d = 0;
                SCK_d = 0;
                index_d = num_bits_q - 1;
                nxt_state = SDI_state;
            end
            SDI_state: begin
                CS_ = 0;
                if(SCK_cnt_q == 0) begin
                    SDI_d = wrData_q[index_q];   
                    index_d = index_q - 1;
                end
                if((SCK_cnt_q == 2 || SCK_cnt_q == 4) && (clk_cnt_q != num_bits_q*6 +2)) begin
                    SCK_d = 1;
                end
                SCK_cnt_d = SCK_cnt_q + 1;
                nxt_state = SDO_state;
            end
            SDO_state: begin
                CS_ = 0;
                if(SCK_cnt_q == 3)begin
                    if(index_q == 5'h1f) begin
                          rdData_d[0] = SDO;
                    end
                    else begin
                        rdData_d[index_q + 1] = SDO;
                    end
                    SCK_d = 1;
                end
                SCK_cnt_d = SCK_cnt_q + 1;
                if(SCK_cnt_q == 5) begin
                    SCK_cnt_d = 0;
                    SCK_d = 0;
                end
                if(clk_cnt_q  >= num_bits_q * 6 + 3) begin
                    nxt_state = IDLE_state;
                    CS_d =  1;
                    valid_d = 1;
                    SCK_d = 0;
                end
                else begin
                    nxt_state = SDI_state;
                end
            end
            default: begin
                nxt_state = IDLE_state;
            end
         endcase
       end
endmodule
```

==> summary.txt <==
run results: outcome=finished clean, yosys cell count=1,028, P per Cell Area=407.5 mW/mm^2, Setup Fix Bufs, Post-CTS=0, hold_buf cts=0, WS Path Type=reg2reg, CP Data Required Time=3780 ps, PortBufs=70, initial antenna violation count=0, hold_ws=453.4 ps, io pins=100, Flops after synth=180, most common cell in the synthesized netlist=nand2_1, MaxCap Viol Count=0, slowest cell on the critical path=fa_1, Die X=149.3 um, H-tree depth=4, Hold Violations, Final=0, Synth cell types=67, grt total ovfl=0, largest net degree at the start of global routing=61, Setup TNS Final=0 ps, crit share post-route=0.9273, CTS Buffer Depth=2, critical path fanouts, max=6, area grow syn2layout=15.87%, Synth area leader=dfxtp_1, TritonRoute pass-1 iters=4, Largest cells by area=dfxtp_1 (42%), nand2_1 (11%), a21boi_0 (7.2%), ha_1 (5.0%), a21boi_1 (3.6%), fmax=0.3081 GHz, yosys stat area=0.008681 mm^2, CP max stage delay=430 ps, Late-Pin Clk Latency=430 ps, Syn Area/Cell=8.444 um^2, skew final=7.908 ps, Die Ht=149.3 um, Post-Syn Area=0.008681 mm^2, synth warn=2, main flop type=dfxtp_1, unrepaired setup endpoints after global routing=no, vias in the first global route=6,102, Critical Path Source Type=flop, GRT Util Overall=0.1795, die area=0.02230 mm^2, Finish-stage setup viols=0, CTS tree=built, clock sinks=180, most used cell, CP=ha_1, CTS Root Cell=clkbuf_16, ant diodes=0, area of the core=0.02115 mm^2, WL/cell=13.66 um, Hold Crit Class=reg2reg, number of enable flip-flop cells=0, Data arrival, critical path=3530 ps, worst slew pin tran=717.8 ps, count of final max-slew check failures=0, Mapped Cells=1,028, final antenna-violating net count=0, Relative slew margins=0.5208, Vias/cell=4.920, crit end category=flop, ys async rst share=0, layout cell share with drive strength beyond 1=0.06667, Clock Pin Slew Worst Setup and Hold Paths=70 ps, row cnt=53, FP Core Util=0.4104, via count=6,666, # DRC=0, synth cell count leaders=nand2_1 (254), dfxtp_1 (180), a21boi_0 (83), Post-synth seq share=0.4151, Final GP Congestion=0.8316, Max-area cell share=0.4151, Post-Place Cells=1,323, CTS resizes=0, Worst IR Drop VDD=0.4498 mV, CTS buffer count=17, tool warning count=48, Pleak=3.544 nW, crit-path cells=ha_1 > fa_1 > xnor2_2 > nor3b_1 > mux2_2 > a21o_1 > a22oi_1 > ha_1 > nand4_1 > nor2_1 > a211o_1 > o21ai_1 > o211ai_1, HPWL after DPL=12,570 um, final WL=18,520 um, Post-Layout Cell Count=1,355, drt initial violations=285, first-pass GRT wire length=31,170 um, Min Clock Period, post-route=3246 ps
==> cell usage in the layout, fill, tap and decap left out, types with 4 or more instances in the layout <==
master           instances
a21boi_0                83
xnor2_1                  8
a21boi_1                42
nand3b_1                 4
nand4_1                 11
nor3_1                   6
ha_1                    35
nand2b_1                 5
nor2_1                  60
buf_4                   12
inv_6                    6
nor2b_1                 23
or3_1                    5
mux2i_1                 25
mux4_2                   6
o21ai_1                 24
conb_1                  11
and2_1                  29
inv_8                    4
and3_1                   4
dfxtp_1                180
clkdlybuf4s50_1         69
nand2_1                254
clkbuf_16               17
inv_1                   27
xor2_1                  15
o211ai_1                 6
nand3_1                 13
a21oi_1                 20
o21ai_0                 12
==> routing by layer <==
layer | global-route usage | routed length [um]
met1 | 0.2781 | 9261
met2 | 0.2837 | 8644
met3 | 0.02402 | 436
met4 | 0.01429 | 174
met5 | 0 | 0
==> final cells by class <==
type	instances	area, um^2
Inverter	28	105.1
Timing Repair Buffer	81	780.7
Sequential cell	180	3603
Fill cell	2060	11100
Tap cell	275	344.1
Clock buffer	17	425.4
Multi-Input combinational cell	759	4667
Clock inverter	15	132.6
==> where the power goes <==
| group | internal, W | switching (W) | leakage, nW | total [W] |
|---|---|---|---|---|
| combinational | 0.0000926 | 0.0000964 | 1.81 | 0.000189 |
| clock | 0.000942 | 0.000879 | 0.277 | 0.00182 |
| sequential | 0.00207 | 0.0000232 | 1.45 | 0.00209 |
==> sequential cells by signal, indices dropped and copies added, names as in the netlist <==
name and flops:
rdData_q 24, SCK_q 1, clk_cnt_q 15, valid_q 1
enable_q 1, SCK_cnt_q 8, SDI_q 1, state 4
index_q 5, Axi4LiteSupporter1.currentState 2, Axi4LiteSupporter1.rdDataQ 25, rdRaw_q 24
cnt_limit_q 15, validRaw_q 1, wrRaw_q 24, num_bits_q 5
wrData_q 24
==> worst paths after layout <==
path,cells past startpoint,startpoint,to,slack [ps]
hold reg to reg,2,wrRaw_q[18],wrRaw_q[18],450
setup / recovery,13,num_bits_q[1],state[0],250
hold / removal,2,wrRaw_q[18],wrRaw_q[18],450
setup reg to reg,13,num_bits_q[1],state[0],250
==> cells by family (layout without fill, tap and decap cells) <==
| logic type | after synthesis | count (layout) | share of synthesized area |
|---|---|---|---|
| adders and majority gates | 36 | 36 | 0.05275 |
| AOI/OAI and AO/OA | 218 | 218 | 0.1751 |
| and+or+nand+nor | 436 | 436 | 0.2309 |
| xor gates and xnor gates | 24 | 24 | 0.02422 |
| buffers and inverters | 99 | 141 | 0.05319 |
| DFF | 180 | 180 | 0.4151 |
| other | 1 | 11 | 0.0004320 |
| muxes | 34 | 34 | 0.04828 |
==> metrics by stage <==
step           utilization  total power, W  cell area (um^2)  setup WS [ps]
5_1_grt             0.4755        0.004269             10060          38.80
4_1_cts             0.4751        0.004148             10050          137.6
2_1_floorplan            -        0.002244              8718          438.3
3_5_place_dp        0.4487        0.002330              9493          178.5
6_report            0.4755        0.004099             10060          254.4
3_3_place_gp        0.4487        0.002331              9493          202.0
==> worst max-delay path: cells and delay by family (launching register included) <==
family                   cells  cell delay [ps]
adder cells (fa/ha/maj)      3              930
XOR/XNOR                     1              270
multiplexers                 1              310
flip-flops                   1              380
AND/OR/NAND/NOR              3              250
AND-OR/OR-AND                5              960
Power and IR drop assume default switching activity.
