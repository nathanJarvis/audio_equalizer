## /design/flow/run.sh

```bash
#!/bin/bash
# OpenROAD 26Q1-2900-gdf79404cd8, Yosys 0.63+post, stock flow scripts
make -C /OpenROAD-flow-scripts/flow DESIGN_CONFIG=/design/flow/config.mk WORK_HOME=/design/flow/orfs finish
```

## /design/flow/config.mk

```make
export PLATFORM = sky130hd
export DESIGN_NAME = Axi4LiteManager
export DESIGN_NICKNAME = Axi4LiteManager
export VERILOG_FILES = /design/flow/design.v
export SDC_FILE = /design/flow/constraint.sdc
export NUM_CORES = 4
export LEC_CHECK = 1
export CORE_UTILIZATION = 40
```

## /design/flow/constraint.sdc

```tcl
current_design Axi4LiteManager

set clk_period 2.0
set clk_io_pct 0.2

create_clock -name clk0 -period $clk_period [get_ports {M_AXI_ACLK}]

set non_clock_inputs [all_inputs -no_clocks]
set_input_delay [expr $clk_period * $clk_io_pct] -clock clk0 $non_clock_inputs
set_output_delay [expr $clk_period * $clk_io_pct] -clock clk0 [all_outputs]
```

## /design/flow/design.v

```verilog
`timescale 1ns / 1ps
module Axi4LiteManager #(parameter C_M_AXI_ADDR_WIDTH = 6, C_M_AXI_DATA_WIDTH = 32)
(
    input           [C_M_AXI_ADDR_WIDTH-1:0] wrAddr,
    input           [C_M_AXI_DATA_WIDTH-1:0] wrData,
    input           wr,
    output reg      wrDone,
    input           [C_M_AXI_ADDR_WIDTH-1:0] rdAddr,
    output reg      [C_M_AXI_DATA_WIDTH-1:0] rdData,
    input           rd,
    output reg      rdDone,
    input           M_AXI_ACLK,
    input           M_AXI_ARESETN,
    output reg      [C_M_AXI_ADDR_WIDTH-1:0] M_AXI_AWADDR,
    output reg      M_AXI_AWVALID,
    input           M_AXI_AWREADY,
    output reg      [C_M_AXI_DATA_WIDTH-1:0] M_AXI_WDATA,
    output reg      [3:0] M_AXI_WSTRB,
    output reg      M_AXI_WVALID,
    input           M_AXI_WREADY,
    input           [1:0] M_AXI_BRESP,
    input           M_AXI_BVALID,
    output reg      M_AXI_BREADY,
    output reg      [C_M_AXI_ADDR_WIDTH-1:0] M_AXI_ARADDR,
    output reg      M_AXI_ARVALID,
    input           M_AXI_ARREADY,
    input           [C_M_AXI_DATA_WIDTH-1:0] M_AXI_RDATA,
    input           [1:0] M_AXI_RRESP,
    input           M_AXI_RVALID,
    output reg      M_AXI_RREADY
    );
parameter IDLE=0, RD1=1, WR1=2;
reg [3:0] nextState, currentState;
reg [C_M_AXI_ADDR_WIDTH-1:0] rdAddrD, rdAddrQ;
reg [C_M_AXI_ADDR_WIDTH-1:0] wrAddrD, wrAddrQ;
reg [C_M_AXI_DATA_WIDTH-1:0] wrDataD, wrDataQ;
always @ * begin
    nextState = currentState;
    rdAddrD = rdAddrQ;
    rdData = 0;
    rdDone = 0;
    M_AXI_ARADDR = 0;
    M_AXI_ARVALID = 0;
    M_AXI_RREADY = 0;
    wrAddrD = wrAddrQ;
    wrDataD = wrDataQ;
    wrDone = 0;
    M_AXI_AWADDR = 0;
    M_AXI_AWVALID = 0;
    M_AXI_WDATA = 0;
    M_AXI_WSTRB = 15;
    M_AXI_WVALID = 0;
    M_AXI_BREADY = 0;
    case (currentState)
        IDLE: begin
            if (rd) begin
                rdAddrD = rdAddr;
                nextState = RD1;
            end
            if (wr) begin
                wrAddrD = wrAddr;
                wrDataD = wrData;
                nextState = WR1;
            end
        end
        RD1: begin
            M_AXI_ARADDR = rdAddrQ;
            M_AXI_ARVALID = 1;
            if (M_AXI_RVALID) begin
               nextState = IDLE;
               M_AXI_RREADY = 1;
               rdData = M_AXI_RDATA;
               rdDone = 1;
            end
        end
        WR1: begin
            M_AXI_AWADDR = wrAddrQ;
            M_AXI_WDATA = wrDataQ;
            M_AXI_BREADY = 1;
            M_AXI_WVALID = 1;
            M_AXI_AWVALID = 1;
            if (M_AXI_AWREADY & M_AXI_WREADY & M_AXI_BVALID) begin
                nextState = IDLE;
                wrDone = 1;
            end
        end
        default: begin
            nextState = IDLE;
        end
    endcase
end
always @ (posedge M_AXI_ACLK) begin
    if (!M_AXI_ARESETN) begin
        currentState <= IDLE;
        rdAddrQ <= 0;
        wrAddrQ <= 0;
        wrDataQ <= 0;
    end else begin
        currentState <= nextState;
        rdAddrQ <= rdAddrD;
        wrAddrQ <= wrAddrD;
        wrDataQ <= wrDataD;
    end
end
endmodule
```

==> impl_metrics.json <==
{
  "yosys-stat-cells": 309,
  "cts_sinks": 47,
  "dpl.cell_count": 525,
  "maxCapViolations": 0,
  "worst_pin_slew_ns": 0.679,
  "io_pins": 176,
  "ys_types": 20,
  "rsz0062_at_grt": "false",
  "setup-tns-final_ns": 0,
  "gr-usage-all-layers_pct": 22.0,
  "relSlewSlack_pct": 54.7,
  "hp-class": "in -> reg",
  "drc": 0,
  "path_common_cell": "clkdlybuf4s50_1",
  "dpl.hpwl_um": 5290,
  "syn_area_per_cell_um2": 8.50,
  "peakVddDrop_v": 0.000362,
  "final_util_pct": 69.6,
  "first_iter_violations": 67,
  "synthCells": 309,
  "timing.hold.ws_ns": 0.490,
  "slowest_stage": "clkdlybuf4s50_1",
  "die_h_um": 83.0,
  "r2r_cells": 3,
  "drtPass1Iterations": 4,
  "cts_buffer_depth": 2,
  "die_w_um": 83.0,
  "diodes": 0,
  "syn_to_final_growth_pct": 68.4,
  "clock.latency.late_pin_ns": 0.30,
  "max_freq_ghz": 0.527,
  "dr_total_vias": 2660,
  "most_common_cell": "and3_1",
  "wire_per_inst_um": 13.9,
  "cp_num_buf_inv": 2,
  "cts-root-buf": "clkbuf_8",
  "flop_cell": "dfxtp_1",
  "fin_crit_ns": 1.90,
  "fp-row-count": 29,
  "post-route-period-util_pct": 94.9,
  "drive_above_1_share_pct": 5.91,
  "worstSetupStartpointType": "input port",
  "core_area_um2": 6350,
  "dieArea_um2": 6890,
  "via_per_inst": 4.98,
  "finalWorstSetupSlack_ns": 0.101,
  "edf_count": 0,
  "path_cells": "clkdlybuf4s50_1 -> and3_1 -> clkdlybuf4s50_1",
  "yosysWarnings": 1,
  "area_leaders": "dfxtp_1 (36%), and3_1 (18%), o21a_1 (13%)",
  "place.gp.congestion": 0.773,
  "initCoreUtil_pct": 41.3,
  "worstPathRequired_ns": 1.60,
  "powerDensity_nw_per_um2": 483,
  "hold_violations": 0,
  "status": "finished clean",
  "top_area_cell": "dfxtp_1",
  "clk_pin_slew_ns": 0.08,
  "tool_warnings": 31,
  "cts_buffers": 5,
  "arrival_ns": 1.50,
  "path_class": "in -> out",
  "yosys-top-cells-count": "and3_1 (77), dfxtp_1 (47), and2_1 (45), o21a_1 (44), a21boi_0 (41)",
  "wl_um": 7430,
  "antenna_found_initial": 0,
  "port_buffers": 166,
  "ys_seq_share_pct": 35.8,
  "yosysChipArea_um2": 2630,
  "grt_overflow": 0,
  "slew_viol_final": 0,
  "holdPathStages": 3,
  "grt_start_max_net_pins": 50,
  "cts_tree": "done",
  "ant_nets": 0,
  "top_cell_area_share_pct": 35.8,
  "path_max_fanout": 1,
  "dp_slack_ns": -0.269,
  "htreeDepth": 2,
  "syn-cell-area_um2": 2630,
  "max_stage_delay_ns": 0.48,
  "grt_pass1_vias": 2363,
  "skew_ns": 0.00334,
  "path_delay_family": "buffers and inverters",
  "grt_pass1_wl_um": 12200,
  "finalNonFillerCells": 534,
  "setup_viol": 0,
  "async_flop_share_pct": 0,
  "numSynthFlops": 47,
  "crit_path_end_kind": "output pin",
  "cp_num_cells": 3,
  "hold_buffers": 0,
  "power.leakage_nw": 1.92
}
[final cells by class]
cell class	count	area, um^2
clock buffer	7	96.3
tap	77	96.3
timing repair buffer	179	1780
clock inverter	1	7.51
sequential	47	943
multi-input combinational	223	1500
fill	506	1930
[power breakdown]
group / total (mW) / switching [mW] / internal (mW)
registers: 1.03 / 0.0376 / 0.991
logic: 0.469 / 0.152 / 0.317
clock network: 0.637 / 0.322 / 0.315
total: 2.13 / 0.512 / 1.62
[worst paths after layout]
check / from / endpoint / slack, ns
setup / recovery: M_AXI_RDATA[9] / rdData[9] / 0.10
hold / removal: M_AXI_RVALID / currentState[2]$_DFF_P_ / 0.49
setup reg to reg: currentState[0]$_DFF_P_ / wrDataQ[22]$_SDFFE_PN0P_ / 0.44
hold reg to reg: wrDataQ[28]$_SDFFE_PN0P_ / wrDataQ[28]$_SDFFE_PN0P_ / 0.61
[sequential cells by signal, indices dropped and copies added, names as in the netlist]
name / flops
wrAddrQ: 6
rdAddrQ: 6
wrDataQ: 32
currentState: 3
[through the flow]
stage	cell area, um^2	total power, mW
after global placement	4310	1.51
after CTS	4410	2.16
after detailed placement	4310	1.52
after global routing	4420	2.25
after floorplan	2640	1.24
final	4420	2.13
[repair_timing]
action	in CTS	in global routing
buffers inserted	0	1
pin swaps	0	1
endpoints found under the hold margin	0	0
setup endpoints to repair	36	23
gates resized	3	4
[metal layers]
layer  vias to the layer above  share of wire, %  track usage, %
met5                         -                 0               0
met4                         0              0.87            1.57
met3                         6               6.9            4.14
met2                       101                46            35.3
met1                      1191                46            33.2
li1                       1362                 -               -
[kinds of logic after synthesis]
family                 count (synthesis)  share of synthesized area (%)
AOI/OAI and AO/OA                     90                           25.6
buffers and inverters                 42                           7.44
DFF                                   47                           35.8
other                                  1                          0.143
and+or+nand+nor                      129                           30.9
[tightest hold or removal path: cells and delay by family]
family / cells / cell delay (ns)
AND-OR/OR-AND: 1 / 0.06
AND/OR/NAND/NOR: 1 / 0.12
buffers and inverters: 1 / 0.16
[layout by cell type, fill, tap and decap left out]
cell and count:
dfxtp_2 2, o21a_1 44, buf_6 1, dlymetal6s2s_1 1, a21boi_1 4, or4b_1 1
buf_2 2, and2_4 1, a21boi_0 41, nand2_1 1, o21ai_0 1, clkbuf_2 1
nand3_1 1, buf_4 10, clkinvlp_4 1, clkbuf_8 7, nor3b_1 1, nand3b_1 1
clkdlybuf4s50_1 162, conb_1 4, and3_1 77, and2_1 44, buf_12 2, nand2b_1 1
and4_1 1, dfxtp_1 45
Power and IR drop assume default switching activity.
