===== flow/run.sh =====
#!/bin/bash
# OpenROAD 26Q1-2900-gdf79404cd8, Yosys 0.63+post, stock flow scripts
make -C /OpenROAD-flow-scripts/flow DESIGN_CONFIG=/design/flow/config.mk WORK_HOME=/design/flow/orfs finish

===== flow/config.mk =====
export PLATFORM = sky130hd
export DESIGN_NAME = Attenuator
export DESIGN_NICKNAME = Attenuator
export VERILOG_FILES = /design/flow/design.v
export SDC_FILE = /design/flow/constraint.sdc
export NUM_CORES = 4
export LEC_CHECK = 1
export CORE_UTILIZATION = 30

===== flow/constraint.sdc =====
current_design Attenuator

set clk_period 8.1
set clk_io_pct 0.2

create_clock -name clk0 -period $clk_period [get_ports {S_AXI_ACLK}]

set non_clock_inputs [all_inputs -no_clocks]
set_input_delay [expr $clk_period * $clk_io_pct] -clock clk0 $non_clock_inputs
set_output_delay [expr $clk_period * $clk_io_pct] -clock clk0 [all_outputs]

===== flow/design.v =====
`timescale 1ns / 1ps
module Attenuator #(parameter C_S_AXI_ADDR_WIDTH = 6, parameter C_S_AXI_DATA_WIDTH = 32)
       (  
        input       S_AXI_ACLK,
        input       S_AXI_ARESETN,
        input       [C_S_AXI_ADDR_WIDTH-1:0] S_AXI_AWADDR,
        input       S_AXI_AWVALID,
        output      S_AXI_AWREADY,
        input       [C_S_AXI_DATA_WIDTH-1:0] S_AXI_WDATA,
        input       [3:0] S_AXI_WSTRB,
        input       S_AXI_WVALID,
        output      S_AXI_WREADY,
        output      [1:0] S_AXI_BRESP,
        output      S_AXI_BVALID,
        input       S_AXI_BREADY,
        input       [C_S_AXI_ADDR_WIDTH-1:0] S_AXI_ARADDR,
        input       S_AXI_ARVALID,
        output      S_AXI_ARREADY,
        output      [C_S_AXI_DATA_WIDTH-1:0] S_AXI_RDATA,
        output      [1:0] S_AXI_RRESP,
        output      S_AXI_RVALID,
        input       S_AXI_RREADY,
        output reg  [15:0] attenOutput0,
        output reg  [15:0] attenOutput1,
        output reg  [15:0] attenOutput2,
        output reg  [15:0] attenOutput3,
        output reg  [15:0] attenOutput4,
        output reg  [15:0] attenOutput5,
        output reg  [15:0] attenOutput6,
        output reg  [15:0] attenOutput7,
        output reg  [15:0] attenOutput8,
        output reg  [15:0] attenOutput9,
        output reg  [15:0] attenOutput10,
        output reg  [15:0] attenOutput11,
        output reg  [15:0] attenOutput12
    );
     wire wr,rd;
     wire [C_S_AXI_ADDR_WIDTH-1:0] wrAddr,rdAddr;
     wire [C_S_AXI_DATA_WIDTH-1:0] wrData;
     reg [C_S_AXI_DATA_WIDTH-1:0] rdData;
     reg [15:0] attenD[0:12], attenQ[0:12];
    Axi4LiteSupporter #(.C_S_AXI_ADDR_WIDTH(C_S_AXI_ADDR_WIDTH),.C_S_AXI_DATA_WIDTH(C_S_AXI_DATA_WIDTH)) Axi4LiteSupporter1 (
        .wrAddr(wrAddr),                     
        .wrData(wrData),                     
        .wr(wr),                             
        .rdAddr(rdAddr),                     
        .rdData(rdData),                     
        .rd(rd),                             
        .S_AXI_ACLK(S_AXI_ACLK),             
        .S_AXI_ARESETN(S_AXI_ARESETN),       
        .S_AXI_AWADDR(S_AXI_AWADDR),         
        .S_AXI_AWVALID(S_AXI_AWVALID),       
        .S_AXI_AWREADY(S_AXI_AWREADY),       
        .S_AXI_WDATA(S_AXI_WDATA),           
        .S_AXI_WSTRB(S_AXI_WSTRB),           
        .S_AXI_WVALID(S_AXI_WVALID),         
        .S_AXI_WREADY(S_AXI_WREADY),         
        .S_AXI_BRESP(S_AXI_BRESP),           
        .S_AXI_BVALID(S_AXI_BVALID),         
        .S_AXI_BREADY(S_AXI_BREADY),         
        .S_AXI_ARADDR(S_AXI_ARADDR),         
        .S_AXI_ARVALID(S_AXI_ARVALID),       
        .S_AXI_ARREADY(S_AXI_ARREADY),       
        .S_AXI_RDATA(S_AXI_RDATA),           
        .S_AXI_RRESP(S_AXI_RRESP),           
        .S_AXI_RVALID(S_AXI_RVALID),         
        .S_AXI_RREADY(S_AXI_RREADY)          
        ) ;
    integer i;
    always @ * begin
        attenOutput0 = attenQ[0];
        attenOutput1 = attenQ[1];
        attenOutput2 = attenQ[2];
        attenOutput3 = attenQ[3];
        attenOutput4 = attenQ[4];
        attenOutput5 = attenQ[5];
        attenOutput6 = attenQ[6];
        attenOutput7 = attenQ[7];
        attenOutput8 = attenQ[8];
        attenOutput9 = attenQ[9];
        attenOutput10 = attenQ[10];
        attenOutput11 = attenQ[11];
        attenOutput12 = attenQ[12];
    end
    always@(posedge S_AXI_ACLK) begin
      if (!S_AXI_ARESETN) begin
          for (i = 0; i < 13; i = i+1) begin
              attenQ[i] <= 16'h4000;
          end
      end
      else begin   
          for (i = 0; i < 13; i = i+1) begin
              attenQ[i] <= attenD[i];
          end
      end
    end
    always @ * begin
        rdData = 0;
        for (i = 0; i < 13; i = i+1) begin
            attenD[i] = attenQ[i];
        end
        if(rd) begin
            rdData = attenQ[rdAddr[3:0]];
        end
        else if(wr) begin
             attenD[wrAddr[3:0]] = wrData;
        end 
    end
endmodule
`timescale 1ns / 1ps
module Axi4LiteSupporter # 
    (parameter C_S_AXI_ADDR_WIDTH = 6, C_S_AXI_DATA_WIDTH = 32)
    (
        output reg  [C_S_AXI_ADDR_WIDTH-1:0] wrAddr,
        output reg  [C_S_AXI_DATA_WIDTH-1:0] wrData,
        output reg  wr,
        output reg  [C_S_AXI_ADDR_WIDTH-1:0] rdAddr,
        input       [C_S_AXI_DATA_WIDTH-1:0] rdData,
        output reg  rd,
        input       S_AXI_ACLK,
        input       S_AXI_ARESETN,
        input       [C_S_AXI_ADDR_WIDTH-1:0] S_AXI_AWADDR,
        input       S_AXI_AWVALID,
        output reg  S_AXI_AWREADY,
        input       [C_S_AXI_DATA_WIDTH-1:0] S_AXI_WDATA,
        input       [3:0] S_AXI_WSTRB,
        input       S_AXI_WVALID,
        output reg  S_AXI_WREADY,
        output reg  [1:0] S_AXI_BRESP,
        output reg  S_AXI_BVALID,
        input       S_AXI_BREADY,
        input       [C_S_AXI_ADDR_WIDTH-1:0] S_AXI_ARADDR,
        input       S_AXI_ARVALID,
        output reg  S_AXI_ARREADY,
        output reg  [C_S_AXI_DATA_WIDTH-1:0] S_AXI_RDATA,
        output reg  [1:0] S_AXI_RRESP,
        output reg  S_AXI_RVALID,
        input       S_AXI_RREADY
    );
parameter IDLE=0, RD1=1;
reg [3:0] nextState, currentState;
reg [C_S_AXI_DATA_WIDTH-1:0] rdDataD, rdDataQ;
always@ * begin
    nextState = currentState;
    rdDataD = rdDataQ;
    wrData = 0;
    wrAddr = 0;
    rdAddr = 0;
    rd = 0;
    wr = 0;
    S_AXI_AWREADY = 0;
    S_AXI_WREADY = 0;
    S_AXI_BVALID = 0;
    S_AXI_BRESP = 0;
    S_AXI_ARREADY = 0;
    S_AXI_RRESP = 0;
    S_AXI_RVALID = 0;
    S_AXI_RDATA = 0;
    case(currentState)
        IDLE : begin
            if(S_AXI_ARVALID) begin
                S_AXI_ARREADY = 1;
                rdAddr = S_AXI_ARADDR;
                rdDataD = rdData;
                rd = 1;
                nextState = RD1;
            end
            if(S_AXI_AWVALID & S_AXI_WVALID & S_AXI_BREADY) begin
                wr = 1;
                wrAddr = S_AXI_AWADDR;
                wrData = S_AXI_WDATA;
                S_AXI_AWREADY = 1;
                S_AXI_WREADY = 1;
                S_AXI_BVALID = 1;
            end
        end
        RD1 : begin
            S_AXI_RDATA = rdDataQ;
            S_AXI_RVALID  = 1;
            if (S_AXI_RREADY) begin
                nextState = IDLE;
            end
        end
        endcase
end
always @ (posedge S_AXI_ACLK) begin
    if (!S_AXI_ARESETN) begin
        currentState <= IDLE;
        rdDataQ <= 0;
    end else begin
        currentState <= nextState;
        rdDataQ <= rdDataD;
    end
end
endmodule

==> qor.txt <==
Status: finished clean
Max VDD drop: 0.0001351 V
Critical Path Max Stage Delay: 0.65 ns
Final Hold Vio Count: 0
WS Path Type: in2out
Worst path required time: 6.48 ns
Synthesized area: 0.01044 sq mm
Yosys stat area: 0.01044 sq mm
Avg WL per Cell: 20.83 microns
Htree depth: 1
IO buf count: 259
Vias in the first global route: 8844
Tmin final: 4.927 ns
Critical path capture point type: primary output
Num rows: 67
Power per cell area: 174.6 mW/mm^2
Die X-Extent: 188.5 microns
Vias: 9389
Distinct cells, synth: 49
Syn avg cell area: 8.542 sq um
P&R area growth vs syn: 35.24%
Total Power: 2465 uW
Max-cap viol count: 0
ANT nets after route: 0
Final GP Congestion: 0.9369
Slowest stage cell, crit path: clkdlybuf4s50_1
Hold Crit Class: reg2reg
Critical Path Fanout Max: 10
Switch share: 22.67%
Switching pwr: 558.7 uW
Leading area contributor after synthesis: dfxtp_1
Root Driver: clkbuf_16
Slew @ Worst Pin: 0.8608 ns
Core Area: 0.03387 sq mm
Clock-pin slew on the worst setup and hold paths: 0.06 ns
Internal: 1906 uW
Hpwl dp: 27.78 mm
RSZ-0062 raised after global routing: no
Layout cells sized above 1: 6.901%
Vias per inst: 4.949
Fin. max-slew vios: 0
Setup_tns: 0 ns
Remaining DRCs: 0
CP dominant cell by count: clkdlybuf4s50_1
Clk buf depth: 3
# resized after CTS: 0
Hold_buf cts: 0
Buf+Inv Stages, Crit Path: 3
Antenna diodes: 0
Rel. slew slack: 42.61%
Overall global routing resource usage: 22.72%
Synthesized instance count: 1222
Setup violations, final: 0
Latency at later pin: 0.53 ns
Flop pwr share: 45.5%
Clock Power Share: 49.3%
Num CTS Buffers: 26
P_leak: 0.004817 uW
Post-synth regs: 226
TritonRoute pass-1 iters: 5
CP delay by family, top: buffers and inverters
Startpoint Class: primary input
Initial DRC count: 587
Synth Seq Share: 43.34%
Combinational power share: 5.2%
Die ar.: 0.03555 sq mm
Post-synth top area share: 43.34%
Tool warnings: 49
Postcts setup bufs: 0
First-pass GRT wire length: 58.06 mm
IO Count: 304
Cell breakdown of the critical path: clkdlybuf4s50_1 > nand2_1 > inv_1 > clkdlybuf4s50_1
Crit path DAT: 3.31 ns
Worst Skew: 0.009338 ns
Final WL: 39.51 mm
Initial antenna violation count: 3
Yosys warns: 4
FILL cells: 3282
CTS tree: built
Achievable Freq: 0.2030 GHz
Fp util: 30.82%
Final period utilization: 60.82%
Die Y: 188.5 microns
Clk sinks: 226
Largest net degree at the start of global routing: 77
Cells in synth_stat.txt: 1222
Top cells, area: dfxtp_1 (43%), nand2_1 (6.4%), and2_1 (6.4%)
GRT overflow: 0
[layout by cell type (no fill, tap or decap), types with 20 or more instances in the layout]
cell and n:
nand2_1 178, conb_1 20, and2_1 106, a21boi_0 32, o21ai_0 111, nor2b_1 82
nor2_1 69, buf_4 23, clkdlybuf4s50_1 256, dfxtp_1 226, mux2i_1 49, nand3_1 24
a22oi_1 20, clkbuf_16 27, a21oi_1 62, mux4_2 20
[state kept, by name (all words and copies together) (netlist names)]
name                             flops
Axi4LiteSupporter1.rdDataQ          16
attenQ                             208
Axi4LiteSupporter1.currentState      2
[synth_stat cells (all sizes together)]
master / number
o311ai: 1
clkbuf: 70
mux2i: 49
inv: 17
mux2: 11
nand3: 24
o211ai: 14
nor2b: 82
and4: 3
o31ai: 1
o22ai: 5
buf: 47
a221o: 2
nor2: 70
nand4: 4
a2bb2oi: 1
a221oi: 5
mux4: 20
a21boi: 32
or3: 5
nand4bb: 1
a22oi: 20
or2: 1
and4b: 2
a211oi: 5
nand2b: 2
dfxtp: 226
o21a: 1
nand2: 179
o21ai: 112
o2111ai: 5
a21o: 4
nor3: 7
nor3b: 6
nand4b: 4
and3: 6
conb: 1
a31oi: 4
a22o: 4
a21oi: 62
and2: 107
[cell type report]
type | instances | area, sq um | area share (%)
Timing Repair Buffer | 281 | 2745 | 19.45
Clock inverter | 7 | 110.1 | 0.7799
Inverter | 17 | 63.81 | 0.4520
Tap cell | 448 | 560.5 | 3.971
Clock buffer | 37 | 763.2 | 5.406
Multi-Input combinational cell | 881 | 5350 | 37.90
Sequential cell | 226 | 4524 | 32.05
[stage by stage]
stage	utilization [%]	hold slack [ns]	cell area [sq um]	cells	setup WS [ns]
final	41.68	0.4447	14120	1897	3.173
after global routing	41.68	0.4752	14120	1897	3.096
after CTS	41.68	0.4451	14120	1897	3.211
after detailed placement	39.11	0.4316	13240	1853	3.217
after global placement	39.11	0.4281	13240	1853	3.202
after floorplan	-	0.4167	10510	1241	4.040
[routing by layer]
metal / GRT usage (%) / up-vias / share of wire (%)
li1: - / 4551 / -
met1: 31.21 / 4427 / 42
met2: 35.41 / 346 / 46
met3: 7.074 / 63 / 9.1
met4: 5.614 / 2 / 3.1
met5: 0 / - / 0.033
[power by group through the flow]
stage | logic [uW] | registers (uW) | clock network [uW]
final | 129 | 1120 | 1220
after CTS | 130 | 1120 | 1240
after global routing | 139 | 1120 | 1280
[final timing paths]
check | from | end | slack (ns) | cells past startpoint
worst min register to register | Axi4LiteSupporter1.rdDataQ[2] | Axi4LiteSupporter1.rdDataQ[2] | 0.44 | 1
worst min-delay path | Axi4LiteSupporter1.rdDataQ[2] | Axi4LiteSupporter1.rdDataQ[2] | 0.44 | 1
worst max register to register | Axi4LiteSupporter1.currentState[0] | attenQ[11][15] | 5.03 | 6
worst max-delay path | S_AXI_ARVALID | S_AXI_ARREADY | 3.17 | 4
[cells by family (layout without fill, tap and decap cells)]
family	count (synthesis)	in the layout	synth area share [%]
and+or+nand+nor	503	503	24.32
AOI/OAI and AO/OA	278	278	16.01
DFF	226	226	43.34
buffers and inverters	134	342	6.089
muxes	80	80	10.20
other	1	20	0.03592
Power and IR drop assume default switching activity.
